### flow/design.v
module FS(a, b, ci, co, s);
input a, b, ci;
output co, s;
assign s = a ^ b ^ ci;
assign co = (~a & b) |(~a & ci) | (b & ci);
endmodule
module exp_re_eli(x,y);
parameter l = 16;
parameter v1 = 3;
parameter v2 = 1;
input [l-1:0] x;
output [l+v1-1:0] y;
wire [v1+l-1:0] sub_re1;
sub #(.n(v1+l))sub_inst1(.A({x,{v1{1'b0}}} ), .B({{v1{1'b0}},x}), .S(y));
endmodule
module sub(A, B, S);
parameter n = 4;
input [n-1:0] A, B;
output [n-1:0] S;
wire[n:0] c;
assign c[0] = 0;
genvar i;
    generate
        for(i =0; i < n; i = i +1) begin: subbit
            FS bittt(.a(A[i]), .b(B[i]),.ci(c[i]), .co(c[i+1]), .s(S[i]));
        end
    endgenerate
endmodule 
### flow/run.sh
#!/bin/bash
# OpenROAD 26Q1-2900-gdf79404cd8, Yosys 0.63+post, stock flow scripts
make -C /OpenROAD-flow-scripts/flow DESIGN_CONFIG=/design/flow/config.mk WORK_HOME=/design/flow/orfs finish
### flow/config.mk
export PLATFORM = sky130hd
export DESIGN_NAME = exp_re_eli
export DESIGN_NICKNAME = exp_re_eli
export VERILOG_FILES = /design/flow/design.v
export SDC_FILE = /design/flow/constraint.sdc
export NUM_CORES = 4
export LEC_CHECK = 1
export CORE_AREA = 10 10 73 73
export DIE_AREA = 0 0 83 83
### flow/constraint.sdc
current_design exp_re_eli

set clk_period 7.1
set clk_io_pct 0.2

create_clock -name clk0 -period $clk_period

set non_clock_inputs [all_inputs -no_clocks]
set_input_delay [expr $clk_period * $clk_io_pct] -clock clk0 $non_clock_inputs
set_output_delay [expr $clk_period * $clk_io_pct] -clock clk0 [all_outputs]
==> impl_metrics.env <==
# implementation run metrics
export IMPL_fin_cells=139
export IMPL_overflow=0
export IMPL_finalCritPeriodShare_pct=117
export IMPL_power_w=0.0000734
export IMPL_hold_violations=0
export IMPL_initialDrtViolationCount=4
export IMPL_grt_pass1_wl_um=2120
export IMPL_p_leak_nw=0.470
export IMPL_routed_wl_um=1250
export IMPL_rsz0062_at_grt="yes"
export IMPL_core_area_sq_mm=0.00374
export IMPL_maxSlewHeadroom_pct=90.7
export IMPL_vias=414
export IMPL_initial_core_util_pct=15.4
export IMPL_io_pins=35
export IMPL_fin_crit_ns=8.33
export IMPL_syn_area_sq_um=578
export IMPL_drt_pass1_iterations=4
export IMPL_lay_top_cells="clkdlybuf4s50_1, inv_1, fa_2"
export IMPL_tightest_slew_ns=0.139
export IMPL_via_per_inst=2.98
export IMPL_final_cell_area_sq_um=982
export IMPL_crit_type="input port to output port"
export IMPL_setup_viol=6
export IMPL_track_usage_pct=3.51
export IMPL_ys_seq_share_pct=0
export IMPL_antenna_cells=0
export IMPL_setup_ws_ns=-1.23
export IMPL_syn_area_per_cell_sq_um=8.50
export IMPL_synth_cell_types=5
export IMPL_utilization_pct=26.2
export IMPL_rows=22
export IMPL_crit_fanout=2
export IMPL_die_x_um=83
export IMPL_warnings=35
export IMPL_antenna_found_initial=0
export IMPL_die_area_sq_mm=0.00689
export IMPL_flops=0
export IMPL_dpl_cell_area_sq_um=997
export IMPL_largest_area_cell="fa_1"
export IMPL_maxCapViolCount=0
export IMPL_dp_cells=138
export IMPL_regArea_sq_um=0
export IMPL_ctsHoldBuffers=0
export IMPL_timing_fmax_mhz=120
export IMPL_wl_per_cell_um=9.02
export IMPL_yosys_warnings=0
export IMPL_place_hpwl_um=1270
export IMPL_worstSetupEndpointType="output port"
export IMPL_drcViolationCount=0
export IMPL_synth_top_area_share_pct=45.0
export IMPL_hold_path_class="input port to output port"
export IMPL_syn_inst=68
export IMPL_drtAntennaViolNets=0
export IMPL_status="complete, but fails checks"
export IMPL_gp_congestion=0.693
export IMPL_clkbuf_count=0
export IMPL_violations="setup timing"
export IMPL_synth_stat_cells=68
export IMPL_area_leaders="fa_1, buf_4, inv_1, ha_1, xor2_1"
export IMPL_ys_area_sq_um=578
export IMPL_grt_max_degree=3
export IMPL_final_common_cell="clkdlybuf4s50_1"
export IMPL_final_layout_size_suffix_gt1_share_pct=46.2
export IMPL_whs_ns=3.36
export IMPL_start_kind="input port"
export IMPL_irDropWorstVdd_mv=0.0307
export IMPL_power_density_mw_per_mm2=74.7
export IMPL_fp_dieH_um=83
export IMPL_report_final_slew_viol_count=0
export IMPL_grt_pass1_vias=501
export IMPL_cp_data_arrival_time_ns=6.91
export IMPL_worstPathRequired_ns=5.68
export IMPL_io_buffers=35
export IMPL_syn_to_final_growth_pct=69.9
critical path, cell delays in order:
cell and delay [ns]:
buf_12 0.11, inv_16 0.04, ha_4 0.12, ha_4 0.11, inv_2 0.03, fa_2 0.33, fa_2 0.37, fa_2 0.35
fa_2 0.34, fa_2 0.34, fa_2 0.34, fa_2 0.34, fa_2 0.34, fa_2 0.34, fa_2 0.34, fa_2 0.34
fa_2 0.34, fa_2 0.36, ha_4 0.17, ha_4 0.15, xor2_1 0.15, buf_2 0.12
report_power, final:
group          switching, W  internal, W  total (W)
clock                     0            0          0
sequential                0            0          0
combinational     0.0000250    0.0000484  0.0000734
repair_timing:
item / CTS / global route
hold endpoints to repair: 0 / 0
setup buffers: 1 / 1
setup endpoints to repair: 9 / 7
gates resized: 35 / 9
layer usage:
| metal | GRT usage (%) | part of all wire [%] |
|---|---|---|
| met5 | 0 | 0 |
| met4 | 0 | 0 |
| met3 | 2.07 | 15 |
| met2 | 6.28 | 48 |
| met1 | 3.64 | 37 |
synthesized netlist by cell type, drive strengths merged:
cell  instances
inv          31
buf          19
fa           13
ha            4
xor2          1
path summary, 6_finish.rpt:
check / to / depth (start not counted) / start / slack (ns)
setup / recovery: y[18] / 22 / x[0] / -1.23
hold / removal: y[0] / 2 / x[0] / 3.36
metrics by stage:
stage | worst slack (ns) | TNS (ns)
after floorplan | -1.05 | -4.24
after global placement | -2.09 | -11.39
after detailed placement | -2.10 | -11.52
after CTS | -1.37 | -6.18
after global routing | -1.36 | -6.04
final | -1.23 | -5.31
area by class of cell:
cell class,count,area (sq um)
fill,404,2760
multi-input combinational,18,402
timing repair buffer,42,380
inverter,31,140
tap,48,60.1
kinds of logic (layout without fill, tap and decap cells):
| logic type | Yosys count | after routing | share of synthesized area [%] |
|---|---|---|---|
| xor+xnor | 1 | 1 | 1.52 |
| buf+inv | 50 | 73 | 44.8 |
| fa+ha+maj | 17 | 17 | 53.7 |
